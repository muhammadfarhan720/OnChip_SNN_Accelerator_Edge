**/design/flow/design.v**
```verilog
`timescale 1ns / 1ps
module Synaptic_Input_Processor (clock,reset,write,parallel_spike_in,parallel_Ein,flush_weight,spike
);
input clock;  
input reset;  
input write;
input [15:0] parallel_spike_in;
input [15:0] parallel_Ein;
output reg flush_weight;
reg flush_Ein;
reg flush_spike;
output spike;
wire Sin;
wire [15:0] weight_sum;
wire [15:0] ES_plus_reg;
wire [15:0] ES_minus_reg;
wire [15:0] IS_plus_reg;
wire [15:0] IS_minus_reg;
wire [15:0] ES_add;
wire [15:0] ES_add_divided;
wire [15:0] IS_add;
wire [15:0] IS_add_divided;
reg [15:0] operand3=0;
wire [15:0] sum;
reg [15:0] sum_reg=0;
wire [15:0] parallel_spike_in;
wire [15:0] parallel_Ein;
wire Ein_out;
wire [15:0] weight;
wire [15:0] weight_old;
wire [15:0] weight_new;
wire [3:0]select;
wire [15:0] dataArray [0:15];
PISO piso_weight (.clk(clock),.reset(reset),.parallel_in(dataArray),.serial_out(weight),.flush(flush_weight),.shift_count(select));  
PISO_spike piso_spike (.clk(clock),.reset(reset),.d(parallel_spike_in), .flush(flush_spike),.Qout(Sin));
PISO_spike Ein_PISO (.clk(clock),.reset(reset), .d(parallel_Ein), .flush(flush_Ein),.Qout(Ein_out));
SRU_EP_EN_IP_IN SRU (.clk(clock),.reset(reset), .wi(weight),.E_plus(Sin),.Ein(Ein_out),.ES_plus_reg(ES_plus_reg),.ES_minus_reg(ES_minus_reg),.IS_plus_reg(IS_plus_reg),.IS_minus_reg(IS_minus_reg));
SimpleAdder ES_adder (.operand1(ES_minus_reg),.operand2(ES_plus_reg),.result(ES_add));  
SimpleAdder ISadder (.operand1(IS_plus_reg),.operand2(IS_minus_reg),.result(IS_add));
RightShifterEP ES_divider (.operand(ES_add),.output_shifter(ES_add_divided));
RightShifterIP IS_divider (.operand(IS_add),.output_shifter(IS_add_divided));
assign sum=ES_add_divided-IS_add_divided+sum_reg-(sum_reg>>2);
Comparator spike_comparator (.Vmem(sum_reg),.spike(spike));
new_square_root new_square (.reset(reset),.write(write), .postsynapSR0(spike), .presynapSR1(parallel_spike_in[0]), .presynapSR2(parallel_spike_in[1]),.presynapSR3(parallel_spike_in[2]), .presynapSR4(parallel_spike_in[3]), .presynapSR5(parallel_spike_in[4]), .presynapSR6(parallel_spike_in[5]), .presynapSR7(parallel_spike_in[6]),.presynapSR8(parallel_spike_in[7]), .presynapSR9(parallel_spike_in[8]), .presynapSR10(parallel_spike_in[9]), .presynapSR11(parallel_spike_in[10]), .presynapSR12(parallel_spike_in[11]),
                 .presynapSR13(parallel_spike_in[12]), .presynapSR14(parallel_spike_in[13]), .presynapSR15(parallel_spike_in[14]), .presynapSR16(parallel_spike_in[15]),.select(select), .clock(clock),.weight_new(weight_new),.weight_old(weight_old),.dataArray(dataArray));
  always @(negedge clock)
begin
if(spike | reset)
sum_reg<=0;
else
sum_reg<=sum;
end
endmodule
module SimpleAdder (
  input  [15:0] operand1,
  input  [15:0] operand2,
  output [15:0] result
);
  assign result = operand1 - operand2;
endmodule
module RightShifterEP (operand,output_shifter);
  input [15:0] operand;
  output [15:0] output_shifter;
  assign output_shifter = operand >> 2;
endmodule
module RightShifterIP (operand,output_shifter);
  input [15:0] operand;
  output [15:0] output_shifter;
  assign output_shifter = operand >> 1;
endmodule
module Comparator(Vmem,spike);
input [15:0] Vmem;
integer Vth=20;
output spike;
assign spike = (Vmem>Vth) ? 1'b1: 1'b0;
endmodule
module PISO_spike(
    input clk,
    input reset,
    input [15:0] d,
    output reg flush,
    output reg Qout);  
reg [15:0]Q;  
reg [3:0] shift_count;
  initial
  begin
   Qout<=0;
   Q <= 16'b0;
   flush<=0;  
   shift_count <= 4'b0000;
   end
always @ (negedge clk)
begin
if(reset)
  begin
   Q <= 16'b0;
   flush<=0;  
   shift_count <= 4'b0000;
   Qout<=0;
   end
else if ( flush==1 && reset==0 ) 
begin
  Q <= d;
  flush<=0;
  shift_count<=0;
 end
else if (flush==0&&reset==0)
begin 
  Qout <= Q[15];
  Q<={Q[14:0],1'b0};
  shift_count <= shift_count + 1'b1;
  if (shift_count==4'b1111)
  flush<=1;
  end
 end  
endmodule
module PISO (
  input wire clk,
  input reset,
  input wire    [15:0] parallel_in[15:0],  
  output reg    [15:0] serial_out,  
  output reg flush,
  output reg [3:0] shift_count
);
 reg [15:0] shift_reg [0:15]; 
  initial
  begin
   serial_out<= 16'b0100000000000000;
   shift_reg <= '{16'b0100000000000000,16'b0100000000000000,16'b0100000000000000,16'b0100000000000000,16'b0100000000000000,16'b0100000000000000,16'b0100000000000000,16'b0100000000000000,16'b0100000000000000,16'b0100000000000000,16'b0100000000000000,16'b0100000000000000,16'b0100000000000000,16'b0100000000000000,16'b0100000000000000,16'b0100000000000000};
   flush<=0;  
   shift_count <= 4'b0000;
   end
  always @(negedge clk) begin
    if(reset)
    begin
         shift_reg <= '{16'b0100000000000000,16'b0100000000000000,16'b0100000000000000,16'b0100000000000000,16'b0100000000000000,16'b0100000000000000,16'b0100000000000000,16'b0100000000000000,16'b0100000000000000,16'b0100000000000000,16'b0100000000000000,16'b0100000000000000,16'b0100000000000000,16'b0100000000000000,16'b0100000000000000,16'b0100000000000000};  
         flush<=0;  
         shift_count <= 4'b0000;
         serial_out<=16'b0100000000000000;
    end
      if (flush==1&&reset==0) begin
        shift_reg <= '{parallel_in[0], parallel_in[1], parallel_in[2], parallel_in[3],parallel_in[4],parallel_in[5],parallel_in[6],parallel_in[7],parallel_in[8],parallel_in[9],parallel_in[10],parallel_in[11],parallel_in[12],parallel_in[13],parallel_in[14],parallel_in[15]};
        shift_count <= 4'b0000;  
        flush<=0;
      end 
       if(flush==0&&reset==0)
        begin
        serial_out<={shift_reg[shift_count]};
        shift_count <= shift_count + 1'b1;
        if (shift_count==4'b1111)
        flush<=1;
      end
      end 
endmodule
```
**/design/flow/run.sh**
```bash
#!/bin/bash
# OpenROAD 26Q1-2900-gdf79404cd8, Yosys 0.63+post, stock flow scripts
make -C /OpenROAD-flow-scripts/flow DESIGN_CONFIG=/design/flow/config.mk WORK_HOME=/design/flow/orfs finish
```
**/design/flow/constraint.sdc**
```tcl
current_design PISO

set clk_period 17.9
set clk_io_pct 0.2

create_clock -name clk0 -period $clk_period [get_ports {clk}]

set non_clock_inputs [all_inputs -no_clocks]
set_input_delay [expr $clk_period * $clk_io_pct] -clock clk0 $non_clock_inputs
set_output_delay [expr $clk_period * $clk_io_pct] -clock clk0 [all_outputs]
```
**/design/flow/config.mk**
```make
export PLATFORM = sky130hd
export DESIGN_NAME = PISO
export DESIGN_NICKNAME = PISO
export VERILOG_FILES = /design/flow/design.v
export SDC_FILE = /design/flow/constraint.sdc
export NUM_CORES = 4
export LEC_CHECK = 1
export CORE_UTILIZATION = 40
export SYNTH_HDL_FRONTEND = slang
```
==> summary.txt <==
Slew Limit Fails: 0
I/O pins: 279
hold path startpoint: shift_count[3]
synthesized area: 12200 µm²
FF-to-FF setup slack: 15.39 ns
final setup vio count: 0
Residual DRC: 0
# clock sinks: 277
yosys aoi share: 1.95%
CP Launch Type: input port
number of synthesized flops with an enable pin: 276
vias in the first global route: 8594
via count: 7848
Post-DP Area: 15300 µm²
status: finished, final reports clean
cts hold-fix bufs: 0
R2R cell count: 4
Die W: 176 µm
count of input and output buffers: 278
hold endpoint: shift_count[3]
Crit path largest cell delay: 0.64 ns
total global-route track usage: 20.1%
final setup skew: 0.0273 ns
H-tree levels: 1
antenna violations before repair: 1
Yosys cell types: 35
hpwl dp: 18.7 mm
Rows: 63
post-CTS sizing: 0
Tightest Pin Transition: 0.934 ns
clk latency of the worst-skew pair: 0.61 ns
largest net degree at the start of global routing: 147
Worst path slowest cell: buf_4
IR drop worst, VDD: 0.0000778 V
First-pass DRT Iterations: 4
area reported by Yosys stat: 12200 µm²
buffers and inverters on the worst path: 4
Registers, synthesis: 277
Core Util at FP: 40.9%
clock slew at reported path FFs: 0.03 ns
final instance area: 17500 µm²
clk buf depth: 3
worst path cell trace: clkdlybuf4s50_1, nor2_1, clkinvlp_4, buf_4, buf_12
R2R Path End: serial_out[11]
post-synthesis cell count: 749
Synth Area in XOR/XNOR: 0.144%
via density per instance: 4.58
Dominant combinational family: simple AND/OR/NAND/NOR gates
Worst slew margin: 37.7%
CP endpoint kind: flop
GRT overflow: 0
chip height: 176 µm
CTS Buf Count: 31
Layout area overhead: 43.4%
max reg flops: 256
Worst EP arrival: 5.76 ns
TNS Setup: 0 ns
Mux cell area share: 13.3%
share of layout cells above drive strength 1: 8.99%
most frequent logic cell in the layout: inv_1
most used flip-flop cell: edfxtp_1
initial DRC count: 309
Simple Share, Synth: 14.1%
Seq/Total Area, Yosys: 68.2%
Critical Path Fanout Max: 146
Mean Syn Cell Area: 16.3 µm²
Async S/R FF share, synth: 0%
cell accounting for the most synthesized area: edfxtp_1
Hold Path Depth: 2
Tot Pwr: 0.00180 W
Critical Path RT: 9.15 ns
count of tool warnings: 306
Crit Reg-Reg Startpoint: shift_count[1]
PwrDens: 103 nW/µm²
Critical Setup Path Class: in2reg
type of the tightest min-delay check: reg2reg
dominant logic cell types in the final layout: inv_1, clkdlybuf4s50_1, edfxtp_1
yosys cell count: 749
post-synth top area share: 68.1%
CTS tree: built
Static Leakage: 7.39 nW
global-route wire length before repair: 42.8 mm
postcts setup bufs: 0
RSZ-0062 raised after global routing: no
final hold viol count: 0
WL/cell: 16.8 µm
maxcap violations: 0
die area: 31100 µm²
Final GP Congestion: 0.823
Crit path max-delay family: buffers and inverters
clk root buf: clkbuf_16
Core Area: 29800 µm²
final WL: 28.8 mm
fa+ha+maj area frac: 0.103%
Main area contributors: edfxtp_1, and2_1, mux4_2
yosys warns: 0
Detail Route Antenna Nets: 0
## worst reg2reg max path, cell delays in order (launching register included)
cell and delay (ns):
edfxtp_1 0.34, buf_4 0.44, clkinv_1 0.81, mux2i_1 0.55, o22ai_1 0.12
## final cells by class
| class | count | area [µm²] |
|---|---|---|
| clock inverters | 304 | 1350 |
| clock buffers | 31 | 776 |
| inverters | 3 | 15.0 |
| flip-flops and latches | 277 | 8310 |
| repair buffers | 288 | 2880 |
| fillers | 2301 | 12300 |
| diodes | 1 | 2.50 |
| well taps | 390 | 488 |
| multi-input cells | 421 | 3640 |
## routing by layer
metal | routed length, µm | vias to the layer above | GRT usage [%]
met3 | 3100 | 36 | 12.1
li1 | - | 3879 | -
met1 | 11500 | 3638 | 26.8
met2 | 13700 | 295 | 28.5
met4 | 537 | 0 | 7.72
met5 | 0 | - | 0
## cell usage after synthesis (all sizes together), types with 2 or more instances
library cell / n
a311oi: 2
edfxtp: 276
a21oi: 3
buf: 15
o211ai: 4
o21ai: 2
inv: 3
o2bb2ai: 2
nor2b: 3
clkbuf: 35
o2111ai: 2
o22ai: 10
nand2b: 16
mux2i: 44
mux4: 52
and2: 243
nor2: 8
nand2: 11
a22oi: 9
## kinds of logic (layout without fill, tap and decap cells)
logic type               count (synthesis)  after routing
AND/OR/NAND/NOR                        283            283
other                                    1              5
flip-flops                             277            277
AND-OR/OR-AND                           34             34
XOR/XNOR                                 2              2
adder cells (fa/ha/maj)                  1              1
buffers and inverters                   54            626
multiplexers                            97             97
## worst max path at each step
stage,from,to,slack (ns),cells after the start
after global routing,reset,shift_reg[207],3.29,5
final,reset,shift_reg[174],3.38,5
after CTS,reset,shift_reg[207],3.44,5
## where the power goes
group	switching [W]	internal, W
Combinational	0.0000585	0.0000880
Sequential	0.00000662	0.000745
Clock	0.000402	0.000497
## per-stage QoR
step / instances / hold WS (ns) / setup WS [ns] / utilization [%]
floorplan: 752 / 0.629 / 0.261 / -
global placement: 1380 / 0.706 / 2.86 / 51.5
detailed placement: 1380 / 0.735 / 2.83 / 51.5
CTS: 1714 / 0.743 / 3.44 / 58.6
global route: 1715 / 0.831 / 3.29 / 58.6
finish: 1715 / 0.745 / 3.38 / 58.6
Power and IR drop assume default switching activity.
