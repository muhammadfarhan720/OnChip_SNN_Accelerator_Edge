==> flow/design.v <==
module MUX_logic(mux_in_1,mux_in_2,mux_in_3,mux_in_4,mux_in_5,mux_in_6,mux_in_7,mux_in_8,mux_in_9,mux_in_10,mux_in_11,mux_in_12,mux_in_13,mux_in_14,mux_in_15,mux_in_16,sel,mux_out);
input [15:0] mux_in_1;
input [15:0] mux_in_2;
input [15:0] mux_in_3;
input [15:0] mux_in_4;
input [15:0] mux_in_5;
input [15:0] mux_in_6;
input [15:0] mux_in_7;
input [15:0] mux_in_8;
input [15:0] mux_in_9;
input [15:0] mux_in_10;
input [15:0] mux_in_11;
input [15:0] mux_in_12;
input [15:0] mux_in_13;
input [15:0] mux_in_14;
input [15:0] mux_in_15;
input [15:0] mux_in_16;
input [3:0]sel;
output reg [15:0] mux_out;
always @(*)
begin
 case (sel)
      4'b0000: mux_out = mux_in_1;
      4'b0001: mux_out = mux_in_2;
      4'b0010: mux_out = mux_in_3;
      4'b0011: mux_out = mux_in_4;
      4'b0100: mux_out = mux_in_5;
      4'b0101: mux_out = mux_in_6;
      4'b0110: mux_out = mux_in_7;
      4'b0111: mux_out = mux_in_8;
      4'b1000: mux_out = mux_in_9;
      4'b1001: mux_out = mux_in_10;
      4'b1010: mux_out = mux_in_11;
      4'b1011: mux_out = mux_in_12;
      4'b1100: mux_out = mux_in_13;
      4'b1101: mux_out = mux_in_14;
      4'b1110: mux_out = mux_in_15;
      4'b1111: mux_out = mux_in_16;
   endcase
   end   
endmodule
module TimerUnit(
input reset,
input write,
input postsynapSR0,
input presynapSR1,
input presynapSR2,
input presynapSR3,
input presynapSR4,
input presynapSR5,
input presynapSR6,
input presynapSR7,
input presynapSR8,
input presynapSR9,
input presynapSR10,
input presynapSR11,
input presynapSR12,
input presynapSR13,
input presynapSR14,
input presynapSR15,
input presynapSR16,
input [3:0]select,
input clock,
output reg  [15:0]weight_old,
output wire  [15:0]weight_final,
output reg [15:0] dataArray[15:0]);
wire signed [5:0] time_difference_t1;
wire signed [5:0] time_difference_t2;
wire [15:0]mux_synapse;
wire [15:0]postreg;
wire [15:0]preonereg;
wire [15:0]pretworeg;
wire [15:0]prethreereg;
wire [15:0]prefourreg;
wire [15:0]prefivereg;
wire [15:0]presixreg;
wire [15:0]presevenreg;
wire [15:0]preeightreg;
wire [15:0]preninereg;
wire [15:0]pretenreg;
wire [15:0]preelevenreg;
wire [15:0]pretwelvereg;
wire [15:0]prethirteenreg;
wire [15:0]prefourteenreg;
wire [15:0]prefifteenreg;
wire [15:0]presixteenreg;
reg signed [15:0]weight_new2;
reg [3:0] select_read=0;
reg [3:0] select_write=0; 
integer i;
Shiftright zero(.Serial_in(postsynapSR0),.Clock(clock),.reset(reset),.Q(postreg));
Shiftright one(.Serial_in(presynapSR1),.Clock(clock),.reset(reset),.Q(preonereg));
Shiftright two(.Serial_in(presynapSR2),.Clock(clock),.reset(reset),.Q(pretworeg));
Shiftright three(.Serial_in(presynapSR3),.Clock(clock),.reset(reset),.Q(prethreereg));
Shiftright four(.Serial_in(presynapSR4),.Clock(clock),.reset(reset),.Q(prefourreg));
Shiftright five(.Serial_in(presynapSR5),.Clock(clock),.reset(reset),.Q(prefivereg));
Shiftright six(.Serial_in(presynapSR6),.Clock(clock),.reset(reset),.Q(presixreg));
Shiftright seven(.Serial_in(presynapSR7),.Clock(clock),.reset(reset),.Q(presevenreg));
Shiftright eight(.Serial_in(presynapSR8),.Clock(clock),.reset(reset),.Q(preeightreg));
Shiftright nine(.Serial_in(presynapSR9),.Clock(clock),.reset(reset),.Q(preninereg));
Shiftright ten(.Serial_in(presynapSR10),.Clock(clock),.reset(reset),.Q(pretenreg));
Shiftright eleven(.Serial_in(presynapSR11),.Clock(clock),.reset(reset),.Q(preelevenreg));
Shiftright twelve(.Serial_in(presynapSR12),.Clock(clock),.reset(reset),.Q(pretwelvereg));
Shiftright thirteen(.Serial_in(presynapSR13),.Clock(clock),.reset(reset),.Q(prethirteenreg));
Shiftright fourteen(.Serial_in(presynapSR14),.Clock(clock),.reset(reset),.Q(prefourteenreg));
Shiftright fifteen(.Serial_in(presynapSR15),.Clock(clock),.reset(reset),.Q(prefifteenreg));
Shiftright sixteen(.Serial_in(presynapSR16),.Clock(clock),.reset(reset),.Q(presixteenreg));
MUX_logic mux_one(.mux_in_1(preonereg),.mux_in_2(pretworeg),.mux_in_3(prethreereg),.mux_in_4(prefourreg),.mux_in_5(prefivereg),.mux_in_6(presixreg),.mux_in_7(presevenreg),.mux_in_8(preeightreg),.mux_in_9(preninereg),.mux_in_10(pretenreg),.mux_in_11(preelevenreg),.mux_in_12(pretwelvereg),.mux_in_13(prethirteenreg),.mux_in_14(prefourteenreg),.mux_in_15(prefifteenreg),.mux_in_16(presixteenreg),.sel(select_read),.mux_out(mux_synapse));
difference differone(.clk(clock),.reset(reset),.datapre(mux_synapse),
.datapost(postreg),.out_time1(time_difference_t1),.out_time2(time_difference_t2));
weight_change weight_dut(.deltat1(time_difference_t1),.deltat2(time_difference_t2),
.weight_initial(weight_old),.weight_final(weight_final));
always@(negedge clock)
   begin
   if(reset) begin
   select_read<=4'd0;
   select_write<=4'd0;
   for (i = 0; i < 16; i = i + 1)
   begin
      dataArray[i] <= 16'b0100000000000000;  
   end
   end 
   else begin
   select_read<=select+1;
   select_write<=select_read;
   if(write==1&reset==0)
   dataArray[select_write]<=weight_new2;
  end 
  end
  always @(posedge clock)
  begin
  if(reset) begin
   weight_new2 <= 0;
  end
  else begin
   weight_new2<=weight_final;
  end
  end
 always @(negedge clock) 
   begin
      weight_old<=dataArray[select_read];
   end
 endmodule 
module Shiftright( 
input Serial_in, 
input Clock,
input reset, 
output reg [15:0]Q);
initial
begin
Q<=0;
end
always @ (negedge Clock) 
begin 
if(reset) begin
Q<= 16'b0;
end
else begin
Q<={Serial_in, Q[15:1]}; 
end  
end
endmodule 
module difference(clk,reset,datapre,datapost,out_time1,out_time2);
input clk;
input reset;
input [15:0]datapre;
input [15:0]datapost;
output reg signed [5:0]out_time1;
output reg signed [5:0]out_time2; 
reg [15:0]datapr;
reg [15:0]datapo;
reg signed [5:0]time2;
always@(*)
begin
if(datapost[15]==1)
begin
datapr<=datapre;
datapo<=datapost;
casex(datapr)
  16'b00001xxxxxxxxxxx:
  begin
  out_time1<=5'sd4;
  casex(datapo)
  16'b1xxxx1xxxxxxxxxx:out_time2<=5'sd5;
  16'b1xxxx01xxxxxxxxx:out_time2<=5'sd6;
  16'b1xxxx001xxxxxxxx:out_time2<=5'sd7;
  16'b1xxxx0001xxxxxxx:out_time2<=5'sd8;
  16'b1xxxx00001xxxxxx:out_time2<=5'sd9;
  16'b1xxxxxxxxxxxxxxx:out_time2<=5'd0;
  default:out_time2<=5'd0;
  endcase
  end
  16'b0001xxxxxxxxxxxx:
  begin
  out_time1<=5'sd3;
  casex(datapo)
  16'b1xxx1xxxxxxxxxxx:out_time2<=5'sd4;
  16'b1xxx01xxxxxxxxxx:out_time2<=5'sd5;
  16'b1xxx001xxxxxxxxx:out_time2<=5'sd6;
  16'b1xxx0001xxxxxxxx:out_time2<=5'sd7;
  16'b1xxx00001xxxxxxx:out_time2<=5'sd8;
  16'b1xxxxxxxxxxxxxxx:out_time2<=5'd0;
  default:out_time2<=5'd0;
  endcase
  end
  16'b001xxxxxxxxxxxxx:
  begin
  out_time1<=5'sd2;
  casex(datapo)
  16'b1xx1xxxxxxxxxxxx:out_time2<=5'sd3;
  16'b1xx01xxxxxxxxxxx:out_time2<=5'sd4;
  16'b1xx001xxxxxxxxxx:out_time2<=5'sd5;
  16'b1xx0001xxxxxxxxx:out_time2<=5'sd6;
  16'b1xx00001xxxxxxxx:out_time2<=5'sd7;
  16'b1xxxxxxxxxxxxxxx:out_time2<=5'd0;
  default:out_time2<=5'd0;
  endcase
  end
  16'b01xxxxxxxxxxxxxx:
  begin
  out_time1<=5'sd1;
  casex(datapo)
  16'b1x1xxxxxxxxxxxxx:out_time2<=5'sd2;
  16'b1x01xxxxxxxxxxxx:out_time2<=5'sd3;
  16'b1x001xxxxxxxxxxx:out_time2<=5'sd4;
  16'b1x0001xxxxxxxxxx:out_time2<=5'sd5;
  16'b1x00001xxxxxxxxx:out_time2<=5'sd6;
  16'b1xxxxxxxxxxxxxxx:out_time2<=5'd0;
  default:out_time2<=5'd0;
  endcase
  end
  16'b1xxxxxxxxxxxxxxx:
  begin
  out_time1<=5'sd0;
  out_time2<=5'd0;
  end
  default:out_time1<=5'd0;
  endcase 
  end
  else if (datapre[15]==1)
  begin
   datapr<=datapre;
   datapo<=datapost;
casex(datapo)
  16'b00001xxxxxxxxxxx:
  begin
  out_time1<=-5'sd4;
  casex(datapr)
  16'b1xxxx1xxxxxxxxxx:out_time2<=5'sd5;
  16'b1xxxx01xxxxxxxxx:out_time2<=5'sd6;
  16'b1xxxx001xxxxxxxx:out_time2<=5'sd7;
  16'b1xxxx0001xxxxxxx:out_time2<=5'sd8;
  16'b1xxxx00001xxxxxx:out_time2<=5'sd9;
  16'b1xxxxxxxxxxxxxxx:out_time2<=5'd0;
  default:out_time2<=5'd0;
  endcase
  end
  16'b0001xxxxxxxxxxxx:
  begin
  out_time1<=-5'sd3;
  casex(datapr)
  16'b1xxx1xxxxxxxxxxx:out_time2<=5'sd4;
  16'b1xxx01xxxxxxxxxx:out_time2<=5'sd5;
  16'b1xxx001xxxxxxxxx:out_time2<=5'sd6;
  16'b1xxx0001xxxxxxxx:out_time2<=5'sd7;
  16'b1xxx00001xxxxxxx:out_time2<=5'sd8;
  16'b1xxxxxxxxxxxxxxx:out_time2<=5'd0;
  default:out_time2<=5'd0;
  endcase
  end
  16'b001xxxxxxxxxxxxx:
  begin
  out_time1<=-5'sd2;
  casex(datapr)
  16'b1xx1xxxxxxxxxxxx:out_time2<=5'sd3;
  16'b1xx01xxxxxxxxxxx:out_time2<=5'sd4;
  16'b1xx001xxxxxxxxxx:out_time2<=5'sd5;
  16'b1xx0001xxxxxxxxx:out_time2<=5'sd6;
  16'b1xx00001xxxxxxxx:out_time2<=5'sd7;
  16'b1xxxxxxxxxxxxxxx:out_time2<=5'd0;
  default:out_time2<=5'd0;
  endcase
  end
  16'b01xxxxxxxxxxxxxx:
  begin
  out_time1<=-5'sd1;
  casex(datapr)
  16'b1x1xxxxxxxxxxxxx:out_time2<=5'sd2;
  16'b1x01xxxxxxxxxxxx:out_time2<=5'sd3;
  16'b1x001xxxxxxxxxxx:out_time2<=5'sd4;
  16'b1x0001xxxxxxxxxx:out_time2<=5'sd5;
  16'b1x00001xxxxxxxxx:out_time2<=5'sd6;
  16'b1xxxxxxxxxxxxxxx:out_time2<=5'd0;
  default:out_time2<=5'd0;
  endcase
  end
  16'b1xxxxxxxxxxxxxxx:
  begin
  out_time1<=5'sd0;
  out_time2<=5'd0;
  end
  default:out_time1<=5'd0;
 endcase 
end
 else begin
  out_time1<=5'sd0;
  out_time2<=5'd0;
 end
end  
endmodule
module exec(xvar,
exvar);
input wire signed [15:0]xvar;
output wire signed [15:0]exvar;
reg signed [15:0]x1;
reg signed [15:0]x4;
reg signed [5:0]xi;
reg signed [5:0]xi_comp;
reg signed [15:0]xf;
reg [2:0]true_bits;
reg signed [15:0]outvar;
always@(*) begin
x1 = xvar + (xvar >>> 1);
x4 = x1 - (xvar >>> 4);
xi = x4[15:10];
xf = {6'b000001,x4[9:0]};
xi_comp = ~xi + 1'b1;
outvar =(xf >> (true_bits));
end
always@(*) begin
if(xi_comp[4] & 1'b1)
   true_bits = 3'd5;
else if(xi_comp[3] & 1'b1)
   true_bits = 3'd4;
else if(xi_comp[2] & 1'b1)
   true_bits = 3'd3;
else if(xi_comp[1] & 1'b1)
   true_bits = 3'd2;
else if(xi_comp[0] & 1'b1)
   true_bits = 3'd1;
else 
   true_bits = 3'd0;
end
assign exvar = outvar;
endmodule
module weight_change(
deltat1,
deltat2,
weight_initial,
weight_final);
parameter tau_plus = 4;
parameter tau_y = 5;
parameter a2_plus =  12;
parameter a3_plus =  7;
parameter a2_minus =  9;
parameter a3_minus =  10;
input wire signed [5:0]deltat1;
input wire signed [5:0]deltat2;
input wire  [15:0]weight_initial;  
output reg  [15:0]weight_final;  
reg signed [15:0]xvar1;
reg signed [15:0]xvar2;
reg signed [15:0]xvar4;
reg signed [15:0]xvar5;
wire signed [15:0]exvar4;
wire signed [15:0]exvar5;
reg signed [15:0]delta_weight;
reg signed [15:0]delta_weight1;
reg signed [15:0]delta_weight2;
reg signed [5:0]deltat3;
reg signed [5:0]deltat4;
always@(*)
begin
   deltat3 = ~(deltat1);
   deltat4 = ~(deltat2);
end
always@(*)
begin
   if(deltat1 >= 0) begin     
   xvar1 = {deltat1,10'b0000000000} >>> 4;
   xvar2 = ({deltat2,10'b0000000000} >>> 5) + ({deltat1,10'b0000000000} >>> 4);
   end
   else begin           
   xvar1 = {(deltat3),10'b000000000} >>> 7;
   xvar2 = ({(deltat4),10'b000000000} >>> 10) + ({deltat3,10'b0000000000} >>> 7);
   end
end
always@(*)
begin
   xvar4 = ~xvar1;
   xvar5 = ~xvar2;
end
exec exec01 (.xvar(xvar4),.exvar(exvar4));
exec exec02 (.xvar(xvar5),.exvar(exvar5));
always@(*)
begin
   if(deltat1 > 0 & deltat2 >0) begin
   delta_weight1 = exvar4 >>> a2_plus;
   delta_weight2 = exvar5 >>> a3_plus;
   delta_weight = delta_weight1 + delta_weight2 ;
   weight_final = weight_initial + delta_weight ;
   end
   else if(deltat1 <0 & deltat2 >0)begin
   delta_weight1 = exvar4 >>> a2_minus;
   delta_weight2 = exvar5 >>> a3_minus;
   delta_weight = delta_weight2 - delta_weight1 ;
   weight_final = weight_initial + delta_weight ;
   end
   else begin
   delta_weight = 16'd0;
   weight_final = weight_initial + delta_weight;
   end
end
endmodule
==> flow/run.sh <==
#!/bin/bash
# OpenROAD 26Q1-2900-gdf79404cd8, Yosys 0.63+post, stock flow scripts
make -C /OpenROAD-flow-scripts/flow DESIGN_CONFIG=/design/flow/config.mk WORK_HOME=/design/flow/orfs finish
==> flow/config.mk <==
export PLATFORM = sky130hd
export DESIGN_NAME = TimerUnit
export DESIGN_NICKNAME = TimerUnit
export VERILOG_FILES = /design/flow/design.v
export SDC_FILE = /design/flow/constraint.sdc
export NUM_CORES = 4
export LEC_CHECK = 1
export CORE_UTILIZATION = 40
export SYNTH_HDL_FRONTEND = slang
==> flow/constraint.sdc <==
current_design TimerUnit

set clk_period 9.8
set clk_io_pct 0.2

create_clock -name clk0 -period $clk_period [get_ports {clock}]

set non_clock_inputs [all_inputs -no_clocks]
set_input_delay [expr $clk_period * $clk_io_pct] -clock clk0 $non_clock_inputs
set_output_delay [expr $clk_period * $clk_io_pct] -clock clk0 [all_outputs]
==> reports/qor_table.md <==
| Group | Quantity | Value |
| --- | --- | --- |
| route | Number of DRC violations after detailed routing | 0 |
| grt | Gr ovfl total | 0 |
| grt | Pin count of the biggest net entering global routing | 147 |
| floorplan | Std cell rows | 84 |
| cells and area | Layout overhead on the synthesized area | 43.89% |
| hold path | Startpoint of the worst hold path | nine.Q[9]$_SDFF_NP0_ |
| setup path | Length in cells of the worst reg-to-reg path | 50 |
| sta | Relative max-transition margin | 30.72% |
| floorplan | Die Ht | 234.6 um |
| floorplan | Core Density at Floorplan | 40.87% |
| clocking | H-tree lvl count | 2 |
| cells and area | Largest register FFs | 256 |
| setup path | Worst setup path class | reg -> out |
| synthesis | Post-synthesis cell count from yosys | 2461 |
| setup path | Highest cell delay on the worst timing path | 0.52 ns |
| synthesis | Number of enable-type register cells in the synthesized netlist | 0 |
| hold path | Endpoint of the worst hold-timing path | nine.Q[8]$_SDFF_NP0_ |
| cells and area | Layout Cells excl Fill | 4069 |
| sta | Final worst setup slack | -5.605 ns |
| run status | Failing checks | setup timing |
| power | Worst IR drop on VDD | 0.1695 mV |
| synthesis | Number of register bits inferred by synthesis | 490 |
| route | Number of vias in the routed layout | 21180 |
| clocking | Number of hold buffers added after CTS | 0 |
| synthesis | Share of flip-flops with an asynchronous set or reset | 0% |
| power | Static leakage power | 13.21 nW |
| sta | Actual transition at the worst max-transition pin | 1.030 ns |
| setup path | Required time reported for the critical path endpoint | 7.84 ns |
| placed design | Post-detail-place hpwl | 55870 um |
| placed design | Post-detailed-placement cell area | 26580 um^2 |
| setup path | Most used cell along the critical path | buf_4 |
| sta | Post-route setup TNS | -128.96 ns |
| placed design | Routability-driven placement congestion ratio | 0.9813 |
| clocking | Clock Path Buffers | 3 |
| cells and area | Post-Route Utilization | 58.80% |
| synthesis | Post-synth top area cell | dfxtp_1 |
| grt | Global-route usage over all layers | 29.41% |
| job | Count of max-cap constraint violations | 0 |
| clocking | CTS tree | built |
| route | Antenna Diode Count | 0 |
| hold path | Path type of the worst min-delay path | reg -> reg |
| clocking | Clk pin slew, worst setup/hold paths | 0.03 ns |
| floorplan | Die footprint | 55050 um^2 |
| synthesis | Most used flip-flop cell after synthesis | dfxtp_1 |
| sta | Worst setup skew after layout | 0.06058 ns |
| sta | Number of setup violations in the final report | 32 |
| cells and area | Final cell area excluding filler cells | 31150 um^2 |
| job | OpenROAD warnings | 490 |
| clocking | Root Buffer Master | clkbuf_16 |
| cells and area | Register with the most flip-flops | dataArray |
| setup path | Reg-to-Reg End | weight_new2[15]$_SDFF_PP0_ |
| synthesis | Synth Area per Inst | 8.796 um^2 |
| sta | Fin. Hold Viols | 0 |
| setup path | Maximum fanout along the worst path | 5 |
| synthesis | Top cell area share | 43.10% |
| hold path | Cell count of the worst hold path | 2 |
| placed design | Buffers on Ports | 311 |
| sta | Setup repair after global routing missed its margin | yes |
| sta | Final count of pins violating max slew | 0 |
| clocking | Total CTS buffers | 52 |
| cells and area | Largest registers ranked by flip-flop count | dataArray x256, weight_new2 x16, weight_old x16 |
| synthesis | Synth warn | 0 |
| floorplan | Chip width | 234.6 um |
| setup path | Worst R2R Setup Slack | -3.23 ns |
| placed design | # placed instances | 3478 |
| floorplan | Placeable core region | 52970 um^2 |
| synthesis | Unique masters post-synth | 78 |
| power | Power per Cell Area | 184.4 nW/um^2 |
| clocking | Clk Latency, worst-skew pair | 0.65 ns |
| grt | First-pass GRT wire length | 119900 um |
| route | Average routed wire per standard cell | 19.38 um |
| synthesis | Post-synthesis chip area from yosys | 21650 um^2 |
| grt | Number of global-route vias before repair | 21240 |
| synthesis | Biggest area cells | dfxtp_1, nand2_1, mux4_2, a21oi_1, nor2b_1 |
| grt | Initial antenna violation count | 4 |
| setup path | CP startpoint kind | flip-flop |
| setup path | Crit path arrival time | 13.44 ns |
| sta | Endpoints left unconstrained | 24 |
| synthesis | Synthesized instance count | 2461 |
| synthesis | Netlist Area Pre-Place | 21650 um^2 |
| setup path | Endpoint type of the worst setup path | output pin |
| cells and area | Ratio of cells with drive above 1 in the final layout | 16.95% |
| run status | Outcome | finished with violations |
| route | Per-cell via count in the routed design | 5.204 |
| route | Count of nets left with antenna violations after detail routing | 0 |
| setup path | Slowest CP cell | or4_4 |
| route | Detailed-route wire length | 78880 um |
| sta | Count of unclocked register or latch pins | 24 |
| route | Iteration count of the initial detailed-routing pass | 9 |
| route | Number of violations reported at the end of detailed-routing iteration 0 | 1629 |
| floorplan | Number of top-level pins | 312 |
| setup path | Worst flop-to-flop path startpoint | select_read[2]$_SDFF_NP0_ |
-- metal layers --
layer  global-route usage [%]  wire length (um)  up-vias
met3                    13.75              8650      138
met4                    10.47              2471        2
met5                        0                12        -
met2                    41.41             34510      852
li1                         -                 -    10190
met1                    40.67             33230     9996
-- cell families after synthesis --
logic type               synth area share, %
AND-OR/OR-AND                          13.27
adder cells (fa/ha/maj)                4.601
XOR/XNOR                               1.092
multiplexers                           9.942
other                                0.03469
buffers and inverters                  4.104
flip-flops                             43.10
latches                                1.665
AND/OR/NAND/NOR                        22.20
-- critical path, delay by kind of cell (launching register included) --
family                     cells  cell delay (ns)
buffers and inverters         23             2.67
and+or+nand+nor                7             1.48
adders and majority gates      7             1.46
AOI/OAI and AO/OA             13             1.91
DFF                            1             0.37
-- report_power, final --
group          internal, W  total [W]  switching [W]  leakage, nW
combinational     0.000479   0.000986       0.000508         5.97
clock              0.00150    0.00278        0.00128         3.29
sequential         0.00194    0.00198      0.0000345         3.95
-- metrics by stage --
step	hold WS (ns)	setup slack [ns]	total power (W)
6_report	0.4298	-5.605	0.005744
3_3_place_gp	0.4277	-5.521	0.003110
3_5_place_dp	0.4304	-5.621	0.003114
2_1_floorplan	0.4101	-4.754	0.002778
5_1_grt	0.4549	-6.009	0.006153
4_1_cts	0.4345	-5.616	0.005752
-- cells in the mapped netlist (all sizes together) (4+ instances only) --
cell type / count
xor2: 10
a2111oi: 5
o22ai: 6
nor2b: 202
inv: 57
mux2i: 20
and3: 10
o221ai: 4
o21ai: 36
o31ai: 6
clkbuf: 149
nor3: 30
a21o: 9
nand2: 592
nand2b: 9
nor2: 112
a31oi: 16
nor4: 5
a221oi: 12
a21oi: 298
fa: 11
nand3: 27
nand3b: 18
mux4: 82
dlxtp: 24
dfxtp: 466
or3: 9
a211oi: 8
a32o: 5
a222oi: 7
or2: 6
o211ai: 5
ha: 62
a311oi: 5
a22oi: 7
a32oi: 8
buf: 25
a22o: 11
mux2: 9
nand4: 6
xnor2: 17
and2: 14
-- area by class of cell --
class                      count  area, um^2
clock buffer                  56        1338
clock inverter               490        2161
fill                        4417       21820
inverter                      57       221.5
multi-input combinational   1744       11950
sequential                   490        9704
tap                          688       860.8
timing repair buffer         544        4911
-- layout by cell type, fill, tap and decap left out, types with 8 or more instances in the layout --
master,Yosys,routed
nand2_1,592,587
inv_1,56,505
dfxtp_1,466,462
clkdlybuf4s50_1,0,294
a21oi_1,298,286
buf_4,1,210
nor2b_1,202,188
nor2_1,110,101
mux4_2,82,82
clkbuf_16,0,53
ha_1,62,45
o21ai_0,36,28
nand3_1,27,24
dlxtp_1,24,24
nor3_1,29,20
mux2i_1,20,20
buf_6,1,19
nand3b_1,18,18
buf_2,5,15
ha_4,0,13
and2_1,14,11
nor2b_4,0,11
a31oi_1,15,11
a22o_1,11,11
clkinvlp_2,0,11
xnor2_1,17,10
nor3_2,1,10
a221oi_1,12,10
bufinv_16,0,10
and3_1,10,9
nand2b_1,9,9
xor2_1,10,9
a21oi_2,0,9
a21o_1,9,9
a32oi_1,8,8
fa_1,11,8
-- what timing repair did --
item                       4_1_cts  5_1_grt
setup endpoints to repair       32       32
resized                        150       66
pin swaps                       78       45
setup buffers                   45       16
-- worst max path at each step --
stage	start	end	slack, ns
after CTS	select_read[2]$_SDFF_NP0_	weight_final[14]	-5.62
after global routing	select_read[1]$_SDFF_NP0_	weight_final[8]	-6.01
final	select_read[2]$_SDFF_NP0_	weight_final[15]	-5.60
Power figures rest on the tool's default switching activity, not on a simulated workload.
